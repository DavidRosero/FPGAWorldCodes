--- constraint.sdc ---
current_design TOP

set clk_period 3.4
set clk_io_pct 0.2

create_clock -name clk0 -period $clk_period [get_ports {Clk}]

set non_clock_inputs [all_inputs -no_clocks]
set_input_delay [expr $clk_period * $clk_io_pct] -clock clk0 $non_clock_inputs
set_output_delay [expr $clk_period * $clk_io_pct] -clock clk0 [all_outputs]
--- run.sh ---
#!/bin/bash
# OpenROAD 26Q1-2900-gdf79404cd8, Yosys 0.63+post, stock flow scripts
make -C /OpenROAD-flow-scripts/flow DESIGN_CONFIG=/design/flow/config.mk WORK_HOME=/design/flow/orfs finish
--- config.mk ---
export PLATFORM = sky130hd
export DESIGN_NAME = TOP
export DESIGN_NICKNAME = TOP
export VERILOG_FILES = /design/flow/design.v
export SDC_FILE = /design/flow/constraint.sdc
export NUM_CORES = 4
export LEC_CHECK = 1
export CORE_UTILIZATION = 30
--- design.v ---
module TOP(
    	Clk                     ,
    	Rst_n                   ,   
   	Rx                      ,    
    	Tx                      ,
	RxData		        ,
	);
input           Clk             ;  
input           Rst_n           ;  
input           Rx              ;  
output          Tx              ;  
output [7:0]    RxData          ;  
wire [7:0]    	TxData     	;  
wire          	RxDone          ;  
wire          	TxDone          ;  
wire            tick		;  
wire          	TxEn            ;
wire 		RxEn		;
wire [3:0]      NBits    	;
wire [15:0]    	BaudRate        ;  
assign 		RxEn = 1'b1	;
assign 		TxEn = 1'b1	;
assign 		BaudRate = 16'd325; 	 
assign 		NBits = 4'b1000	;	 
UART_rs232_rx I_RS232RX(
    	.Clk(Clk)             	,
   	.Rst_n(Rst_n)         	,
    	.RxEn(RxEn)           	,
    	.RxData(RxData)       	,
    	.RxDone(RxDone)       	,
    	.Rx(Rx)               	,
    	.Tick(tick)           	,
    	.NBits(NBits)
    );
UART_rs232_tx I_RS232TX(
   	.Clk(Clk)            	,
    	.Rst_n(Rst_n)         	,
    	.TxEn(TxEn)           	,
    	.TxData(TxData)      	,
   	.TxDone(TxDone)      	,
   	.Tx(Tx)               	,
   	.Tick(tick)           	,
   	.NBits(NBits)
    );
UART_BaudRate_generator I_BAUDGEN(
    	.Clk(Clk)               ,
    	.Rst_n(Rst_n)           ,
    	.Tick(tick)             ,
    	.BaudRate(BaudRate)
    );
endmodule
module UART_BaudRate_generator(
    Clk                   ,
    Rst_n                 ,
    Tick                  ,
    BaudRate
    );
input           Clk                 ;  
input           Rst_n               ;  
input [15:0]    BaudRate            ;  
output          Tick                ;  
reg [15:0]      baudRateReg         ;  
always @(posedge Clk or negedge Rst_n)
    if (!Rst_n) baudRateReg <= 16'b1;
    else if (Tick) baudRateReg <= 16'b1;
         else baudRateReg <= baudRateReg + 1'b1;
assign Tick = (baudRateReg == BaudRate);
endmodule
module UART_rs232_rx (Clk,Rst_n,RxEn,RxData,RxDone,Rx,Tick,NBits);		 
input Clk, Rst_n, RxEn,Rx,Tick;		 
input [3:0]NBits;			 
output RxDone;				 
output [7:0]RxData;			 
parameter  IDLE = 1'b0, READ = 1'b1; 	 
reg [1:0] State, Next;			 
reg  read_enable = 1'b0;		 
reg  start_bit = 1'b1;			 
reg  RxDone = 1'b0;			 
reg [4:0]Bit = 5'b00000;		 
reg [3:0] counter = 4'b0000;		 
reg [7:0] Read_data= 8'b00000000;	 
reg [7:0] RxData;			 
always @ (posedge Clk or negedge Rst_n)			 
begin
if (!Rst_n)	State <= IDLE;				 
else 		State <= Next;				 
end
always @ (State or Rx or RxEn or RxDone)
begin
    case(State)	
	IDLE:	if(!Rx & RxEn)		Next = READ;	  
		else			Next = IDLE;
	READ:	if(RxDone)		Next = IDLE; 	  
		else			Next = READ;
	default 			Next = IDLE;
    endcase
end
always @ (State or RxDone)
begin
    case (State)
	READ: begin
		read_enable <= 1'b1;			 
	      end
	IDLE: begin
		read_enable <= 1'b0;			 
	      end
    endcase
end
always @ (posedge Tick)
	begin
	if (read_enable)
	begin
	RxDone <= 1'b0;							 
	counter <= counter+1;						 
	if ((counter == 4'b1000) & (start_bit))				 
	begin
	start_bit <= 1'b0;
	counter <= 4'b0000;
	end
	if ((counter == 4'b1111) & (!start_bit) & (Bit < NBits))	 
	begin
	Bit <= Bit+1;
	Read_data <= {Rx,Read_data[7:1]};
	counter <= 4'b0000;
	end
	if ((counter == 4'b1111) & (Bit == NBits)  & (Rx))		 
	begin
	Bit <= 4'b0000;
	RxDone <= 1'b1;
	counter <= 4'b0000;
	start_bit <= 1'b1;						 
	end
	end
end
always @ (posedge Clk)
begin
if (NBits == 4'b1000)
begin
RxData[7:0] <= Read_data[7:0];	
end
if (NBits == 4'b0111)
begin
RxData[7:0] <= {1'b0,Read_data[7:1]};	
end
if (NBits == 4'b0110)
begin
RxData[7:0] <= {1'b0,1'b0,Read_data[7:2]};	
end
end
endmodule
module UART_rs232_tx (Clk,Rst_n,TxEn,TxData,TxDone,Tx,Tick,NBits);	 
input Clk, Rst_n, TxEn,Tick;	 
input [3:0]NBits;		 
input [7:0]TxData;		 
output Tx;
output TxDone;
parameter  IDLE = 1'b0, WRITE = 1'b1;	 
reg  State, Next;			 
reg  TxDone = 1'b0;			 
reg  Tx;				 
reg write_enable = 1'b0;		 
reg start_bit = 1'b1;			 
reg stop_bit = 1'b0;			 
reg [4:0] Bit = 5'b00000;		 
reg [3:0] counter = 4'b0000;		 
reg [7:0] in_data=8'b00000000;		 
reg [1:0] R_edge;			 
wire D_edge;				 
always @ (posedge Clk or negedge Rst_n)			 
begin
if (!Rst_n)	State <= IDLE;				 
else 		State <= Next;				 
end
always @ (State or D_edge or TxData or TxDone) 
begin
    case(State)	
	IDLE:	if(D_edge)		Next = WRITE;		 
		else			Next = IDLE;
	WRITE:	if(TxDone)		Next = IDLE;  		 
		else			Next = WRITE;
	default 			Next = IDLE;
    endcase
end
always @ (State)
begin
    case (State)
	WRITE: begin
		write_enable <= 1'b1;	 
	end
	IDLE: begin
		write_enable <= 1'b0;	 
	end
    endcase
end
always @ (posedge Tick)
begin
	if (!write_enable)				 
	begin
	TxDone = 1'b0;
	start_bit <=1'b1;
	stop_bit <= 1'b0;
	end
	if (write_enable)				 
	begin
	counter <= counter+1;				 
	if(start_bit & !stop_bit)			 
	begin
	Tx <=1'b0;					 
	in_data <= TxData;				 
	end		
	if ((counter == 4'b1111) & (start_bit) )	 
	begin		
	start_bit <= 1'b0;
	in_data <= {1'b0,in_data[7:1]};
	Tx <= in_data[0];
	end
	if ((counter == 4'b1111) & (!start_bit) &  (Bit < NBits-1))	 
	begin		
	in_data <= {1'b0,in_data[7:1]};
	Bit<=Bit+1;
	Tx <= in_data[0];
	start_bit <= 1'b0;
	counter <= 4'b0000;
	end	
	if ((counter == 4'b1111) & (Bit == NBits-1) & (!stop_bit))	 
	begin
	Tx <= 1'b1;	
	counter <= 4'b0000;	
	stop_bit<=1'b1;
	end
	if ((counter == 4'b1111) & (Bit == NBits-1) & (stop_bit) )	 
	begin
	Bit <= 4'b0000;
	TxDone <= 1'b1;
	counter <= 4'b0000;
	end
	end
end
always @ (posedge Clk or negedge Rst_n)
begin
	if(!Rst_n)
	begin
	R_edge <= 2'b00;
	end
	else
	begin
	R_edge <={R_edge[0], TxEn};
	end
end
assign D_edge = !R_edge[1] & R_edge[0];
endmodule
==> impl_metrics.env <==
# source this file to load flow results
export IMPL_synth_cells=198
export IMPL_grt_overflow_total=0
export IMPL_fp_dieW_um=93.4
export IMPL_post_synth_top_count_cell="sky130_fd_sc_hd__edfxtp_1"
export IMPL_hold_depth=0
export IMPL_core_area_um2=7890
export IMPL_achievable_frequency_mhz=505
export IMPL_layout_min_cycle_time_ns=1.98
export IMPL_design_portCount=12
export IMPL_startpoint_type="register"
export IMPL_largest_driver_fanout_on_the_critical_path=39
export IMPL_synth_area_per_cell_um2=12.7
export IMPL_design_die_area_um2=8720
export IMPL_ys_top_cells_by_count="sky130_fd_sc_hd__edfxtp_1, sky130_fd_sc_hd__nor2_1, sky130_fd_sc_hd__dfrtp_1"
export IMPL_regToRegStartpoint="I_BAUDGEN.baudRateReg[5]"
export IMPL_critPathCaptureType="register"
export IMPL_regToRegSetupSlack_ns=1.42
export IMPL_whs_endpoint="I_RS232TX.R_edge[1]"
export IMPL_grt_setup_unrepaired="no"
export IMPL_setup_tns_final_ns=0
export IMPL_iter_0_drt_violations=52
export IMPL_insertion_delay_ns=0.28
export IMPL_place_detailed_instances=311
export IMPL_critical_path_required_ns=3.56
export IMPL_edf_count=29
export IMPL_synth_ff_latch_count=62
export IMPL_outcome="finished clean"
export IMPL_post_dp_hpwl_um=2460
export IMPL_initCoreUtil_pct=31.8
export IMPL_clkTransAtPathRegs_ns=0.06
export IMPL_fin_crit_sh_pct=58.3
export IMPL_power_per_cell_area_nw_per_um2=224
export IMPL_worst_ir_drop_vdd_v=0.000128
export IMPL_post_cts_repair_resize_count=0
export IMPL_worst_ep_arrival_time_ns=2.14
export IMPL_timing_hold_worst_class="reg -> reg"
export IMPL_grt_start_max_net_pins=40
export IMPL_routed_wirelength_um=3610
export IMPL_cts_tree="yes"
export IMPL_reg2reg_depth=5
export IMPL_hold_viol_final=0
export IMPL_detail_route_drc_violations=0
export IMPL_route_detailed_wl_per_inst_um=11.3
export IMPL_yosysCellCount=198
export IMPL_yosys_stat_area_um2=2510
export IMPL_number_of_buffers_created_by_cts=5
export IMPL_share_of_cells_above_drive_strength_1_pct=7.37
export IMPL_cap_violations=0
export IMPL_via_count=1417
export IMPL_crit_reg2reg_capture="I_BAUDGEN.baudRateReg[11]"
export IMPL_setup_cp_type="reg -> reg"
export IMPL_synth_cell_type_count=36
export IMPL_initial_antenna_violation_count=0
export IMPL_cp_slowest_stage_delay_ns=0.57
export IMPL_postSynth_topFlopCell="sky130_fd_sc_hd__edfxtp_1"
export IMPL_stdcell_count=319
export IMPL_timing_clock_skew_ns=0.00528
export IMPL_placementRows=32
export IMPL_holdWs_ns=0.380
export IMPL_area_delta_synth_final_pct=13.2
export IMPL_die_y_um=93.4
export IMPL_asyncSetResetFlopFracSynth_pct=33.9
export IMPL_groute_usage_overall_pct=9.61
export IMPL_gpl_final_weighted_congestion=0.796
export IMPL_cts_root_to_sink_buffers=2
export IMPL_setup_viol=0
export IMPL_routed_via_density=4.44
export IMPL_maxSlewViolCount=0
export IMPL_unclocked_pins=33
export IMPL_static_leakage_power_nw=1.09
export IMPL_yosys_area_top_type="sky130_fd_sc_hd__edfxtp_1"
export IMPL_cp_slowest_cell="sky130_fd_sc_hd__or4_4"
export IMPL_detail_route_antenna_nets=0
export IMPL_synth_warning_count=11
export IMPL_io_buffers=11
export IMPL_grt_first_pass_wirelength_um=6520
export IMPL_post_cts_buffers=0
export IMPL_combined_area_of_all_synthesized_cells_um2=2510
export IMPL_grt_pass1_vias=1418
export IMPL_post_synth_area_hogs="sky130_fd_sc_hd__edfxtp_1, sky130_fd_sc_hd__dfrtp_1, sky130_fd_sc_hd__dfxtp_1, sky130_fd_sc_hd__xnor2_1, sky130_fd_sc_hd__ha_1"
export IMPL_number_of_h_tree_levels=2
export IMPL_worstHoldStart="I_RS232TX.R_edge[0]"
export IMPL_crit_path_cell_trace="or4_4 > nor4_4 > buf_4 > or4_1 > nand2_1"
export IMPL_tool_warnings=28
export IMPL_synthDominantCellAreaShare_pct=34.7
export IMPL_cts_root_buffer_cell="sky130_fd_sc_hd__clkbuf_8"
export IMPL_holdBufCountCts=0
export IMPL_untimed_endpoints=71
export IMPL_num_antenna_cells=0
export IMPL_firstDrtPassIters=4
## critical path: cells and delay by family (launching register included)
family	cells	cell delay [ns]
and+or+nand+nor	4	1.05
DFF	1	0.45
buffers and inverters	1	0.36
## layer usage
layer	global-route usage (%)	wire length, um
met2	13.7	1590
met5	0	0
met3	1.99	120
met4	1.41	70
met1	16.3	1830
## flip-flops by register name (all words and copies together) (netlist names), 2 cells and up
signal / cells
I_BAUDGEN.baudRateReg: 16
I_RS232RX.Read_data: 8
I_RS232RX.RxData: 8
I_RS232RX.Bit: 5
I_RS232TX.Bit: 5
I_RS232RX.counter: 4
I_RS232TX.counter: 4
I_RS232RX.State: 2
I_RS232TX.R_edge: 2
## worst max path at each step
stage         depth (start not counted)                startpoint                   endpoint
global route                          5  I_BAUDGEN.baudRateReg[5]  I_BAUDGEN.baudRateReg[11]
CTS                                   5  I_BAUDGEN.baudRateReg[5]  I_BAUDGEN.baudRateReg[11]
finish                                5  I_BAUDGEN.baudRateReg[5]  I_BAUDGEN.baudRateReg[11]
## report_power, final
group	leakage [nW]	switching, mW	internal, mW
clock network	0.0450	0.134	0.142
registers	0.629	0.00130	0.347
logic	0.418	0.00683	0.00424
total	1.09	0.142	0.493
## metrics by stage
stage / setup slack (ns) / util (%) / instance area, um^2 / power [mW]
after floorplan: 1.16 / - / 2510 / 0.357
after CTS: 1.40 / 36.0 / 2840 / 0.649
final: 1.42 / 36.0 / 2840 / 0.635
after global routing: 1.36 / 36.0 / 2840 / 0.666
after global placement: 1.45 / 34.9 / 2750 / 0.367
after detailed placement: 1.41 / 34.9 / 2750 / 0.367
## cell usage in the layout (no fill, tap or decap), drive strengths merged, types with 2 or more instances in the layout
cell           count
clkinv             2
o21a               3
buf                3
nand4b             4
nor2b              4
clkbuf             6
nand4              4
o21ai              5
and2               4
dfxtp             11
and4               3
or4                3
ha                 8
inv               11
clkdlybuf4s50     11
nand3             13
and3               2
dfrtp             19
dfstp              2
a31oi              2
nand2b             2
nor3               3
edfxtp            29
nor2              21
xor2              11
nand2             10
xnor2             12
## final cells by class
class	count	area, um^2
Clock buffer	6	72.6
Inverter	11	41.3
Timing Repair Buffer	14	133
Multi-Input combinational cell	122	818
Clock inverter	2	10.0
Tap cell	102	128
Fill cell	753	5050
Sequential cell	62	1630
## kinds of logic (layout without fill, tap and decap cells)
| group | Yosys count | in the layout | synth area share, % |
|---|---|---|---|
| AND-OR/OR-AND | 14 | 14 | 3.49 |
| flip-flops | 61 | 61 | 64.6 |
| adder cells (fa/ha/maj) | 8 | 8 | 3.99 |
| buffers and inverters | 14 | 33 | 2.15 |
| AND/OR/NAND/NOR | 75 | 75 | 16.6 |
| XOR/XNOR | 23 | 23 | 8.04 |
| multiplexers | 1 | 1 | 0.399 |
| other | 1 | 1 | 0.150 |
| latches | 1 | 1 | 0.599 |
Power is estimated from default activity; no workload was simulated.
